===== design/flow/run.sh =====
#!/bin/bash
# OpenROAD 26Q1-2900-gdf79404cd8, Yosys 0.63+post, stock flow scripts
make -C /OpenROAD-flow-scripts/flow DESIGN_CONFIG=/design/flow/config.mk WORK_HOME=/design/flow/orfs finish

===== design/flow/config.mk =====
export PLATFORM = sky130hd
export DESIGN_NAME = async_FIFO_01
export DESIGN_NICKNAME = async_FIFO_01
export VERILOG_FILES = /design/flow/design.v
export SDC_FILE = /design/flow/constraint.sdc
export NUM_CORES = 4
export LEC_CHECK = 1
export CORE_UTILIZATION = 50

===== design/flow/constraint.sdc =====
current_design async_FIFO_01

set clk_period 10.3
set clk_io_pct 0.2

create_clock -name clk0 -period $clk_period [get_ports {rd_clk}]
create_clock -name clk1 -period $clk_period [get_ports {wr_clk}]

set non_clock_inputs [all_inputs -no_clocks]
set_input_delay [expr $clk_period * $clk_io_pct] -clock clk0 $non_clock_inputs
set_output_delay [expr $clk_period * $clk_io_pct] -clock clk0 [all_outputs]

===== design/flow/design.v =====
module async_FIFO_01 #(parameter data_width = 8,
								 addr_width = 6,
								 depth = 64,
								 almost_full_gap = 50,
								 almost_empty_gap = 10)
					(	
						input rst_n,		 
						input wr_clk,		 
						input wr_en,		 
						input [data_width-1:0] data_in,		 
						input rd_clk,		 
						input rd_en,		 
						output [data_width-1:0] data_out,	 
						output reg full,
						output reg empty,
						output reg almost_full,
						output reg almost_empty
						);
					reg [addr_width:0] wr_addr_ptr,wr_addr_ptr_next; 		 
					reg [addr_width:0] rd_addr_ptr,rd_addr_ptr_next;		 
					wire [addr_width:0] wr_addr_ptr_gray;
					wire [addr_width:0] rd_addr_ptr_gray;
					reg [addr_width:0] wr_addr_ptr_gray_1,wr_addr_ptr_gray_2;
					reg [addr_width:0] rd_addr_ptr_gray_1,rd_addr_ptr_gray_2;
					reg [addr_width-1:0] wr_addr;							 
					wire [addr_width-1:0] wr_addr_next;					
					reg [addr_width-1:0] rd_addr;							 
					wire [addr_width-1:0] rd_addr_next;				
					wire full_next,empty_next;
					wire almost_full_next,almost_empty_next;
					assign SRAM_wr_en = wr_en && !full_next;
					assign SRAM_rd_en = rd_en && !empty_next;	
					always @ (*)
						if (!rst_n)
							wr_addr_ptr_next = 'b0;
						else if (wr_en && !full_next)
							wr_addr_ptr_next = wr_addr_ptr + 1'b1;
						else
							wr_addr_ptr_next = wr_addr_ptr;
					always @ (*)
						if (!rst_n)
							rd_addr_ptr_next = 'b0;
						else if (rd_en && !empty_next)
							rd_addr_ptr_next = rd_addr_ptr + 1'b1;
						else
							rd_addr_ptr_next = rd_addr_ptr;
					assign wr_addr_next = wr_addr_ptr_next[addr_width-1:0];
					assign rd_addr_next = rd_addr_ptr_next[addr_width-1:0];
					assign wr_addr_ptr_gray = (wr_addr_ptr >> 1) ^ wr_addr_ptr;
					assign rd_addr_ptr_gray = (rd_addr_ptr >> 1) ^ rd_addr_ptr;
					always @ (posedge rd_clk or negedge rst_n)
						if (!rst_n)
							begin
								wr_addr_ptr_gray_1 <= 'b0;
								wr_addr_ptr_gray_2 <= 'b0;
							end
						else
							begin
								wr_addr_ptr_gray_1 <= wr_addr_ptr_gray;
								wr_addr_ptr_gray_2 <= wr_addr_ptr_gray_1;
							end
					always @ (posedge wr_clk or negedge rst_n)
						if (!rst_n)
							begin
								rd_addr_ptr_gray_1 <= 'b0;
								rd_addr_ptr_gray_2 <= 'b0;
							end
						else
							begin
								rd_addr_ptr_gray_1 <= rd_addr_ptr_gray;
								rd_addr_ptr_gray_2 <= rd_addr_ptr_gray_1;
							end
					wire [addr_width:0] wr_addr_ptr_gray_to_bin;
					wire [addr_width:0] rd_addr_ptr_gray_to_bin;
					assign	wr_addr_ptr_gray_to_bin[addr_width] = wr_addr_ptr_gray_2[addr_width];
					assign  rd_addr_ptr_gray_to_bin[addr_width] = rd_addr_ptr_gray_2[addr_width];
					genvar i;
					generate
						for (i=0;i<addr_width;i=i+1)
							begin
								assign wr_addr_ptr_gray_to_bin[i] = wr_addr_ptr_gray_2[i]^wr_addr_ptr_gray_to_bin[i+1];
								assign rd_addr_ptr_gray_to_bin[i] = rd_addr_ptr_gray_2[i]^rd_addr_ptr_gray_to_bin[i+1];
							end
					endgenerate
					assign full_next = ({~wr_addr_ptr_gray[addr_width:addr_width-1],wr_addr_ptr_gray[addr_width-2:0]}) == rd_addr_ptr_gray_2 ? 1'b1:1'b0;
					assign empty_next = wr_addr_ptr_gray_2 == rd_addr_ptr_gray ? 1'b1: 1'b0;
					reg [addr_width-1:0] data_avail;
					reg [addr_width-1:0] room_avail;
					always @ (*)
						begin
							if (wr_addr_ptr[addr_width]!=rd_addr_ptr_gray_to_bin[addr_width])
								begin
									if (wr_addr_ptr[addr_width-1:0]==rd_addr_ptr_gray_to_bin[addr_width-1:0])
												data_avail = depth-1;
									else
												data_avail = depth-(rd_addr_ptr_gray_to_bin[addr_width-1:0]-wr_addr_ptr[addr_width-1:0]);
								end
							else
												data_avail = wr_addr_ptr[addr_width-1:0]-rd_addr_ptr_gray_to_bin[addr_width-1:0];
						end
					assign almost_full_next = (data_avail >= almost_full_gap)? 1'b1: 1'b0;
					always @ (*)
						begin
							if (rd_addr_ptr[addr_width]==wr_addr_ptr_gray_to_bin[addr_width])
								begin
									if (wr_addr_ptr_gray_to_bin[addr_width-1:0]==rd_addr_ptr[addr_width-1:0])
												room_avail = depth-1;
									else
												room_avail = depth-(wr_addr_ptr_gray_to_bin[addr_width-1:0]-rd_addr_ptr[addr_width-1:0]);
								end
							else
												room_avail = rd_addr_ptr[addr_width-1:0]-wr_addr_ptr_gray_to_bin[addr_width-1:0];
						end
					assign almost_empty_next = (room_avail >= (depth-almost_empty_gap))? 1'b1:1'b0;
					always @ (posedge wr_clk or negedge rst_n)
						if (!rst_n)
							begin
								wr_addr_ptr <= 'b0;
								full <= 'b0;
								almost_full <= 'b0;
								wr_addr <= 'b0;
							end
						else
							begin
								wr_addr_ptr <= wr_addr_ptr_next;
								full <= full_next;
								almost_full <= almost_full_next;
								wr_addr <= wr_addr_next;
							end
					always @ (posedge rd_clk or negedge rst_n)
						if (!rst_n)
							begin
								rd_addr_ptr <= 'b0;
								empty <= 'b0;
								almost_empty <= 'b0;
								rd_addr <= 'b0;
							end
						else
							begin
								rd_addr_ptr <= rd_addr_ptr_next;
								empty <= empty_next;
								almost_empty <= almost_empty_next;
								rd_addr <= rd_addr_next;
							end
					sram m0 (
						.wr_clk (wr_clk),
						.wr_en (SRAM_wr_en ),
						.wr_addr (wr_addr),
						.rd_clk (rd_clk),
						.rd_en (SRAM_rd_en ),
						.rd_addr (rd_addr),
						.data_in (data_in),
						.data_out (data_out));
endmodule
module 	sram  #(parameter data_width = 8,
								 addr_width = 6,
								 depth = 64,
								 almost_full_gap = 50,
								 almost_empty_gap = 20)
			(
			    input 	wr_clk,
				input 	wr_en,
				input   [addr_width-1:0] wr_addr,
				input   rd_clk,
				input   rd_en,
				input   [addr_width-1:0] rd_addr,
				input   [data_width-1:0] data_in,
				output reg [data_width-1:0] data_out);
			reg [data_width-1:0] SRAM_MEM [depth-1:0];
			always @ (posedge wr_clk)
				if (wr_en)
					SRAM_MEM [wr_addr] <= data_in;
				else
					SRAM_MEM [wr_addr] <= SRAM_MEM [wr_addr];
			always @ (posedge rd_clk)
				if (rd_en)
					data_out <= SRAM_MEM [rd_addr];
				else
					data_out <= 'b0;
endmodule		

==> flow_summary.json <==
{
  "status": "finished with violations",
  "violations": "DRC",
  "tritoncts": "built",
  "grt_pass1_vias": 12100,
  "cap_violations": 0,
  "placed_area_um2": 23200,
  "viasPerCell": 5.99,
  "arrival_ps": 4530,
  "fin_worst_skew_ps": 10.0,
  "gp_congestion": 0.946,
  "top_cell_area_share": 0.686,
  "synthTopLogicFamily": "multiplexers",
  "synth_area_um2": 22400,
  "drt_wl_total_mm": 52.5,
  "async_flop_share": 0.0813,
  "drc": 1,
  "cts_sinks": 566,
  "rows": 77,
  "ys_types": 55,
  "top_area_cell": "edfxtp_1",
  "maxSlewViolCount": 0,
  "drive_gt1_frac": 0.219,
  "ys_chip_area_um2": 22400,
  "grt-ovfl-total": 0,
  "p_leak_nw": 8.00,
  "worst_pin_slew_ps": 896,
  "antenna_found_initial": 0,
  "dieWidth_um": 214,
  "ys_ff": 566,
  "grt_pass1_wl_mm": 76.5,
  "finalNonFillerCells": 1832,
  "aoi_share": 0.0309,
  "relSlewSlack": 0.402,
  "rsz0062_at_grt": "no",
  "end_kind": "flop",
  "critPathLaunchType": "input pin",
  "avgRoutedWirePerCell_um": 28.7,
  "finalHoldViolCount": 0,
  "synth_seq_share": 0.745,
  "power_mw": 5.33,
  "top_cells_by_area": "edfxtp_1, mux4_2, dfrtp_1",
  "ant_nets": 0,
  "setup_viol": 0,
  "p_per_area_nw_per_um2": 212,
  "critPathMaxStageDelay_ps": 750,
  "worstHoldPathType": "flop to flop",
  "final_core_util": 0.569,
  "slowest_stage": "nor2_1",
  "crit_path_start": "wr_en",
  "fp_util": 0.507,
  "placedCellCount": 1726,
  "synth_cells": 1139,
  "die_h_um": 214,
  "drt_first_pass_iters": 46,
  "grt_max_degree": 61,
  "initialDrtViolationCount": 815,
  "place_ws_ps": 5450,
  "yosys.area_share.xor_xnor": 0.0205,
  "grtUsageTotal": 0.270,
  "crit_family": "simple AND/OR/NAND/NOR gates",
  "synthMuxAreaShare": 0.133,
  "path_max_fanout": 12,
  "crit_type": "input pin to flop",
  "cts_resized": 0,
  "dp_hpwl_mm": 32.5,
  "cts_setup_buffers": 0,
  "synthAdderAreaFrac": 0.0163,
  "final.setup.tns_ps": 0,
  "fp.coreArea_um2": 44200,
  "synth_stat.cells": 1139,
  "path_buffers": 1,
  "insertedDiodeCount": 0,
  "min_from": "rd_addr_ptr[6]",
  "pin_count": 25,
  "simple_gate_area_frac": 0.0399,
  "final_area_um2": 25100,
  "clk_pin_slew_ps": 70,
  "edf_count": 512,
  "io_buffers": 23,
  "via_count": 11000,
  "area_growth_pct": 12.3,
  "reg2reg_from": "wr_addr[3]",
  "setup_slack_ps": 6010,
  "warnings": 32,
  "holdWs_ps": 163,
  "ff_type": "edfxtp_1",
  "cp.required_ps": 10540,
  "hold_buffers": 0,
  "synth_warnings": 4,
  "die-area_um2": 45600,
  "avgSynthCellArea_um2": 19.7,
  "path_cells": "clkdlybuf4s50_1 > o31a_1 > and2_1 > nand2_1 > nor2_1",
  "peakVddDrop_mv": 0.160
}
flip-flops by register name, indices dropped and copies added, names as in the netlist, 2 cells and up:
name / count
wr_addr_ptr: 2
m0.data_out: 8
rd_addr: 5
rd_addr_ptr_gray_2: 7
wr_addr: 5
m0.SRAM_MEM: 512
wr_addr_ptr_gray_2: 7
rd_addr_ptr_gray_1: 7
rd_addr_ptr: 2
wr_addr_ptr_gray_1: 7
final cells by class:
| type | instances | area (µm²) |
|---|---|---|
| multi-input cells | 509 | 5400 |
| inverters | 11 | 41.3 |
| flip-flops and latches | 566 | 16700 |
| repair buffers | 48 | 373 |
| clock buffers | 68 | 1520 |
| clock inverters | 38 | 383 |
| well taps | 592 | 741 |
| fillers | 3208 | 19100 |
metal layers:
metal / up-vias / track usage / wire, µm
met5: - / 0.0313 / 118
met4: 4 / 0.0695 / 1730
met3: 100 / 0.186 / 8190
met2: 716 / 0.376 / 24400
met1: 5462 / 0.376 / 18100
li1: 4690 / - / -
power breakdown:
group | internal (mW) | switching, mW
clock network | 1.19 | 0.880
registers | 2.53 | 0.0470
logic | 0.328 | 0.350
total | 4.05 | 1.28
final timing paths:
| path | end | slack, ps | cells after the start |
|---|---|---|---|
| min in group clk0 | wr_addr_ptr_gray_2[3] | 350 | 0 |
| max | m0.SRAM_MEM[26][6] | 6010 | 5 |
| max in group clk0 | m0.data_out[6] | 6740 | 7 |
| min reg2reg | rd_addr_ptr_gray_1[6] | 160 | 0 |
| min in group asynchronous | almost_full | 1560 | 2 |
| min | rd_addr_ptr_gray_1[6] | 160 | 0 |
| max in group asynchronous | rd_addr[1] | 7900 | 2 |
| max reg2reg | m0.SRAM_MEM[26][6] | 6670 | 7 |
cell usage after synthesis, types with 8 or more instances:
library cell,instances
a22oi_1,30
and2_1,14
nand3_1,12
inv_1,10
nor2b_1,11
ha_1,26
clkbuf_1,13
dfrtp_1,46
mux2i_1,25
o22ai_1,14
buf_2,24
nor2_1,90
o21ai_0,21
nand4_1,13
xnor2_1,21
edfxtp_1,512
dfxtp_1,8
xor2_1,11
nand2_1,26
mux4_2,120
logic make-up (layout without fill, tap and decap cells):
| family | after synthesis | after routing |
|---|---|---|
| buffers and inverters | 64 | 165 |
| DFF | 566 | 566 |
| AOI/OAI and AO/OA | 101 | 101 |
| adders and majority gates | 28 | 28 |
| muxes | 148 | 148 |
| and+or+nand+nor | 190 | 190 |
| xor gates and xnor gates | 42 | 42 |
placed cells by master (no fill, tap or decap), types with 7 or more instances in the layout:
master,count
clkbuf_16,59
nor2b_1,11
o22ai_1,14
clkdlybuf4s50_1,14
xnor2_1,21
ha_1,26
dfrtp_1,43
nand4_1,13
o221ai_1,7
clkbuf_1,8
mux4_2,120
nor2_1,90
edfxtp_1,512
o21ai_0,21
mux2i_1,25
a22oi_1,30
a211oi_1,7
dfxtp_1,8
xor2_1,11
clkinv_2,14
buf_4,25
and2_1,14
nand3_1,12
nand2_1,26
buf_2,9
inv_1,10
No activity file was given, so power comes from the tool's default toggle rates.
